## config.mk

```make
export PLATFORM = sky130hd
export DESIGN_NAME = Descrambler
export DESIGN_NICKNAME = Descrambler
export VERILOG_FILES = /design/flow/design.v
export SDC_FILE = /design/flow/constraint.sdc
export NUM_CORES = 4
export LEC_CHECK = 1
export CORE_AREA = 10 10 70 70
export DIE_AREA = 0 0 80 80
```

## constraint.sdc

```tcl
current_design Descrambler

set clk_period 1.2
set clk_io_pct 0.2

create_clock -name clk0 -period $clk_period [get_ports {clk}]

set non_clock_inputs [all_inputs -no_clocks]
set_input_delay [expr $clk_period * $clk_io_pct] -clock clk0 $non_clock_inputs
set_output_delay [expr $clk_period * $clk_io_pct] -clock clk0 [all_outputs]
```

## design.v

```verilog
module Descrambler (
    input clk,
    input rst,
    input bit_in,
    output reg descramb_bit
);
    reg [6:0] state;
    wire feedback;
    assign feedback = (state[6] ^ state[3]);
    assign descramb_bit = (bit_in ^ feedback);
    always @(posedge clk) begin
        if (rst == 1'b1)
            state <= 7'b1010000;
        else
            state <= {state[5:0], feedback};
    end
endmodule
```

## run.sh

```bash
#!/bin/bash
# OpenROAD 26Q1-2900-gdf79404cd8, Yosys 0.63+post, stock flow scripts
make -C /OpenROAD-flow-scripts/flow DESIGN_CONFIG=/design/flow/config.mk WORK_HOME=/design/flow/orfs finish
```

==> qor.yml <==
status: "finished, violations left"
violations: "setup timing"
layout_setup_ws_ps: -40.6
power_frac_comb_pct: 8.5
final_hold_viol_count: 0
start_kind: "flip-flop"
cp-end-kind: "primary output"
portBuffers: 3
die_x_um: 80
ys_area_um2: 199
grt_pass1_wl_um: 531
antenna_left: 0
power.density_nw_per_um2: 1440
slew_headroom_pct: 87.2
design_area_um2: 344
die_h_um: 80
setup_violations: 1
largest_reg_flops: 7
p_seq_share_pct: 50.8
synth_seq_share_pct: 70.4
seq_area_um2: 143
drv_slew: 0
antenna_cells: 0
crit_chain: "xnor2_4 -> xnor2_1 -> buf_2"
hold_ws_ps: 405
viasPerCell: 1.77
power_uw: 497
area_growth_pct: 73.0
rsz0062_at_grt: "yes"
preCtsSetupSlack_ps: -348
ys_types: 5
clock_latency_ps: 240
ys_cells: 16
critical_path_depth: 3
place_area_um2: 302
cts_made_buffers: 3
cp_slowest_cell: "dfxtp_2"
cts_hold_buf: 0
drt_wl_total_um: 311
p_sw_uw: 93.8
overflow: 0
fmax_mhz: 806
required_ps: 960
switching_share_pct: 18.9
syn_area_um2: 199
clk_pin_slew_worst_paths_ps: 50
cp_top_family: "flip-flops"
fillers: 398
reg_top3: "state: 7 flops"
core_um2: 3420
min-delay-path-class: "flip-flop to flip-flop"
dr.pass1.iters: 1
drt_first_iter_violations: 0
period_needed_ps: 1240
cts_tree: "done"
rows: 21
p_int_uw: 403
p_clk_share_pct: 40.7
worst-slew-pin-transition_ps: 191
clockRootBuffer: "clkbuf_4"
fp_util_pct: 5.82
leakagePower_uw: 0.000122
clock-sinks: 7
syn-mean-instance-area_um2: 12.4
syn_inst: 16
drc_errors: 0
num_io_pins: 4
min_period_over_period_pct: 103
avgRoutedWirePerCell_um: 4.38
warnings: 27
ir_drop_v: 0.000752
final_cells: 71
h-tree-depth: 1
vias: 126
drive_gt1_share_pct: 36.0
regMostFlops: "state"
combGateArea_um2: 77.6
die_area_um2: 6400
grt_usage_pct: 1.09
finalClockSkew_ps: 2.93
grt_antenna_before_repair: 0
ys.flops: 7
min_path_cells: 1
critPathMaxStageDelay_ps: 340
r2r_cells: 4
cp_max_fo: 2
critPathKind: "flip-flop to primary output"
routabilityCongestion: 0.605
grt_max_degree: 8
grt_pass1_vias: 142
max-cap-violations: 0
post-place-cells: 67
clock_path_buffers: 2
cp.arrival_ps: 1000
timing.critical_path.buf_inv: 1
ys_warn_count: 2
## placed cells by master, fill, tap and decap left out
cell type,synthesis,layout
nor2_1,1,1
xnor2_4,0,1
or2_1,2,2
clkbuf_4,0,3
clkbuf_1,0,1
nor2b_1,4,4
dfxtp_2,0,2
buf_4,0,2
clkdlybuf4s50_1,0,2
buf_2,0,1
dfxtp_1,7,5
xnor2_1,2,1
## Yosys cell counts (all sizes together)
| library cell | count | area (um2) |
|---|---|---|
| nor2b | 4 | 25.0 |
| nor2 | 1 | 3.75 |
| xnor2 | 2 | 17.5 |
| dfxtp | 7 | 140 |
| or2 | 2 | 12.5 |
## through the flow
step	util (%)	TNS, ps
after detailed placement	8.83	-348
final	10.1	-40.6
after CTS	9.52	-67.8
after global placement	8.83	-343
after global routing	10.1	-94.0
after floorplan	-	0
## cell families after synthesis
group            share of synthesized area (%)
XOR/XNOR                                  8.81
flip-flops                                70.4
AND/OR/NAND/NOR                           20.7
## cell type report
cell class	instances	area share (%)
tap	46	16.7
timing repair buffer	5	11.6
clock buffer	4	7.64
multi-input combinational	9	22.5
sequential	7	41.5
## power groups by stage
stage	logic [uW]	clock network [uW]	registers, uW
6_report	42.0	202	253
4_1_cts	36.0	213	251
5_1_grt	47.3	224	253
## routing by layer
metal | part of all wire (%) | vias to the layer above | GRT usage (%)
li1 | - | 66 | -
met1 | 58 | 53 | 1.48
met2 | 27 | 7 | 1.20
met3 | 15 | 0 | 1.02
met4 | 0 | 0 | 0.176
met5 | 0 | - | 0
## timing repair
item / in CTS / in global routing
buffers inserted: 0 / 1
gates cloned: 0 / 0
pin swaps: 2 / 1
endpoints found under the setup margin: 1 / 1
resized: 6 / 1
## path summary, 6_finish.rpt
path,endpoint,startpoint,slack [ps]
setup / recovery,descramb_bit,state[3],-40
hold / removal,state[6],state[5],410
setup reg to reg,state[0],state[3],310
hold reg to reg,state[6],state[5],410
Power and IR drop assume default switching activity.
