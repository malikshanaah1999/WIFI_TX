**flow/run.sh**
```bash
#!/bin/bash
# OpenROAD 26Q1-2900-gdf79404cd8, Yosys 0.63+post, stock flow scripts
make -C /OpenROAD-flow-scripts/flow DESIGN_CONFIG=/design/flow/config.mk WORK_HOME=/design/flow/orfs finish
```
**flow/config.mk**
```make
export PLATFORM = sky130hd
export DESIGN_NAME = deInterleaver
export DESIGN_NICKNAME = deInterleaver
export VERILOG_FILES = /design/flow/design.v
export SDC_FILE = /design/flow/constraint.sdc
export NUM_CORES = 4
export LEC_CHECK = 1
export CORE_UTILIZATION = 30
```
**flow/constraint.sdc**
```tcl
current_design deInterleaver

set clk_period 3.9
set clk_io_pct 0.2

create_clock -name clk0 -period $clk_period [get_ports {Clock}]

set non_clock_inputs [all_inputs -no_clocks]
set_input_delay [expr $clk_period * $clk_io_pct] -clock clk0 $non_clock_inputs
set_output_delay [expr $clk_period * $clk_io_pct] -clock clk0 [all_outputs]
```
**flow/design.v**
```verilog
module deInterleaver(Input, Reset, Clock, Output);
input wire Input;
input wire Reset;
input wire Clock;
output reg Output;
parameter N_CBPS = 48;
parameter N_COLS = 16;
parameter N_ROWS = N_CBPS / 16;
reg [3:0] j_col_IN;  
reg [1:0] i_row_IN;  
reg [0:15] MEM_IN [0:2];
reg [3:0] j_col_OUT;
reg [1:0] i_row_OUT;
reg [0:15] MEM_OUT [0:2];
reg [7:0] counter;
integer k;
always @(posedge Clock, posedge Reset)
begin
    if (Reset)
    begin     
        j_col_IN <= 4'b0000;
        i_row_IN <= 2'b00;
        for(k = 0; k < N_ROWS; k = k + 1)               
            MEM_IN[k] <= 16'h0000;
        j_col_OUT <= 4'b0000;
        i_row_OUT <= 2'b00;
        for(k = 0; k < N_ROWS; k = k + 1)               
            MEM_OUT[k] <= 16'h0000;
        counter <= 8'h01;
    end
    else
    begin
        counter <= counter + 8'h01;
        if (counter == N_CBPS)
        begin
            for(k = 0; k < N_ROWS; k = k + 1)        
            begin
                MEM_OUT[k] <= MEM_IN[k];
            end
            j_col_IN <= 4'b0000;
            i_row_IN <= 2'b00;
            j_col_OUT <= 4'b0000;
            i_row_OUT <= 2'b00;
            counter <= 8'h01;
            Output <= MEM_OUT[i_row_OUT][j_col_OUT];
        end
        else
        begin
            j_col_OUT <= j_col_OUT + 4'b0001;
            if (j_col_OUT == 4'b1111)
                i_row_OUT <= i_row_OUT + 2'b01;
            MEM_IN[i_row_IN][j_col_IN] <= Input;
            j_col_IN <= j_col_IN + 4'b0001;
            if (j_col_IN == 4'b1111)
                i_row_IN <= i_row_IN + 2'b01;
        end
    end
end
endmodule
```
==> impl_metrics.tcl <==
# collected from the flow reports
set metrics [dict create \
    path_class "reg2reg" \
    cp_cell_sequence "inv_1 > ha_1 > or3b_1 > or4_2 > buf_4 > nor2_1" \
    cts_buffer_depth 2 \
    routed_wl_um 12240 \
    drc_errors 0 \
    cts_resized 0 \
    synth_dominant_cell_count "nand2_1" \
    p_int_mw 2.489 \
    enable_flop_cells 1 \
    yosys_area_um2 5404 \
    p_clk_share_pct 56.3 \
    leakagePower_nw 3.019 \
    cp_slowest_stage_delay_ns 0.95 \
    p_total_mw 3.063 \
    wire_per_inst_um 15.69 \
    diodes 0 \
    hpwl_um 7565 \
    synth-seq-area-share_pct 54.29 \
    gp_congestion 0.7879 \
    final-hold-violation-count 0 \
    ff_type "dfrtp_1" \
    period_used_pct 70.07 \
    finalSetupViolations 0 \
    switching_power_mw 0.5734 \
    power.density_nw_per_um2 488.7 \
    numCtsBuffers 17 \
    critPathBufInv 2 \
    place_inst 749 \
    first_pass_iters 4 \
    fillers 1655 \
    cts_max_level 4 \
    grt_pass1_vias 3826 \
    fin_cells 780 \
    viasPerCell 4.979 \
    finalCriticalPeriod_ns 2.733 \
    place_ws_ns 1.200 \
    postCtsHoldBufs 0 \
    cp-end-kind "flop" \
    grt-ovfl-total 0 \
    clkLatencyLatePin_ns 0.40 \
    clock_skew_ns 0.006484 \
    relSlewSlack_pct 45.07 \
    drv_cap 0 \
    status "completed" \
    grt_usage_pct 14.70 \
    ant_nets 0 \
    synthTopCellsByCount "nand2_1 (187), dfrtp_1 (115), a22o_1 (41)" \
    antenna_found_initial 0 \
    rows 48 \
    grt_max_degree 56 \
    yosys_warnings 3 \
    crit_path_max_fanout 40 \
    grt_pass1_wl_um 20590 \
    hold_ws_ns 0.4629 \
    seq_power_share_pct 41.2 \
    ys_cells 555 \
    synth_flops 117 \
    top_cell_area_share_pct 53.25 \
    tightest_slew_ns 0.8239 \
    synth_area_um2 5404 \
    clk_pin_slew_worst_paths_ns 0.05 \
    slowest_stage "or4_2" \
    syn_area_per_cell_um2 9.737 \
    root_buffer "clkbuf_16" \
    fin_setup_tns_ns 0 \
    comb_power_share_pct 2.5 \
    dieWidth_um 136.2 \
    async_flop_share_pct 99.15 \
    die_area_um2 18550 \
    hp-class "reg2reg" \
    via_count 3884 \
    irDropWorstVdd_mv 0.2948 \
    dr.first_iter.drc_count 303 \
    met2_usage_pct 21.12 \
    logic_area_um2 2255 \
    arrival_ns 2.84 \
    setup_ws_ns 1.167 \
    slew_viol_final 0 \
    cts_setup_buffers 0 \
    warnings 32 \
    postSynthCellCount 555 \
    drive_gt1_share_pct 10.27 \
    cts_tree "built" \
    rsz0062_at_grt "false" \
    topCellsByArea "dfrtp_1 (53%), nand2_1 (13%), a22o_1 (6.6%)" \
    port_buffers 3 \
    syn_to_final_growth_pct 15.98 \
    p_sw_share_pct 18.72 \
    top_area_cell "dfrtp_1" \
    cts_sinks 117 \
    core_area_um2 17420 \
    path_delay_family "simple AND/OR/NAND/NOR gates" \
    grt.met1_usage_pct 23.25 \
    ys_types 49 \
    grt-busiest-layer "met1" \
    worst_ep_required_time_ns 4.01 \
    grt_util_met3_pct 4.065 \
    fmax_ghz 0.3659 \
    seqCellArea_um2 2934 \
    initCoreUtil_pct 31.03 \
    pin_count 4 \
    die_y_um 136.2 \
    start_kind "flop" \
]
[area by class of cell]
cell class,count,share of cell area [%]
clock inverters,8,2.695
inverters,12,0.7586
clock buffers,23,7.946
well taps,225,4.492
flip-flops and latches,117,46.82
repair buffers,10,1.318
multi-input cells,385,35.98
[path summary, 6_finish.rpt]
kind,cells after the start,endpoint,from,slack (ns)
worst max-delay path,6,Output,counter[1],1.17
worst min-delay path,2,MEM_OUT[0][3],MEM_IN[0][3],0.46
worst max register to register,6,Output,counter[1],1.17
worst min register to register,2,MEM_OUT[0][3],MEM_IN[0][3],0.46
max in group asynchronous,3,counter[0],Reset,2.16
min in group asynchronous,2,j_col_OUT[0],Reset,0.87
[layout by cell type, fill, tap and decap left out, types with 8 or more instances in the layout]
master	synthesis	final
nand3_1	20	20
mux2_2	12	12
ha_1	13	13
clkbuf_16	0	17
dfrtp_1	115	115
xnor2_1	8	8
and3_1	13	13
inv_1	12	11
nor2_1	19	19
a22o_1	41	41
nand2_1	187	187
[state kept, by name (all words and copies together) (netlist names)]
signal / flops
MEM_IN: 48
MEM_OUT: 48
Output: 1
i_row_OUT: 2
j_col_IN: 4
i_row_IN: 2
counter: 8
j_col_OUT: 4
[stage by stage]
stage                     cell area, µm²  util (%)
after floorplan                     5404         -
after global placement              5600     32.16
after detailed placement            5600     32.16
after CTS                           6267     35.98
after global routing                6267     35.98
final                               6267     35.98
[routing by layer]
layer,part of all wire (%),wire [µm],vias up
li1,-,-,1855
met1,49,5965,1914
met2,45,5457,107
met3,5.7,700,8
met4,0.93,114,0
met5,0,0,-
[power groups by stage]
stage	Combinational (mW)	Clock [mW]	Sequential, mW
4_1_cts	0.0791	1.75	1.26
6_report	0.0766	1.72	1.26
5_1_grt	0.0899	1.82	1.26
[tightest hold or removal path, stage by stage, from the launching register on]
cell and delay [ns]:
dfrtp_1 0.33, nand2_1 0.05, nand2_1 0.05
[cell families after synthesis]
family,share of synthesized area (%)
mux,4.075
flops,54.30
buf+inv,4.121
fa+ha+maj,3.010
simple gates,21.70
xor+xnor,1.945
compound gates,10.86
