===== flow/run.sh =====
#!/bin/bash
# OpenROAD 26Q1-2900-gdf79404cd8, Yosys 0.63+post, stock flow scripts
make -C /OpenROAD-flow-scripts/flow DESIGN_CONFIG=/design/flow/config.mk WORK_HOME=/design/flow/orfs finish

===== flow/config.mk =====
export PLATFORM = sky130hd
export DESIGN_NAME = Interleaver
export DESIGN_NICKNAME = Interleaver
export VERILOG_FILES = /design/flow/design.v
export SDC_FILE = /design/flow/constraint.sdc
export NUM_CORES = 4
export LEC_CHECK = 1
export CORE_UTILIZATION = 50

===== flow/constraint.sdc =====
current_design Interleaver

set clk_period 4.3
set clk_io_pct 0.2

create_clock -name clk0 -period $clk_period [get_ports {Clock}]

set non_clock_inputs [all_inputs -no_clocks]
set_input_delay [expr $clk_period * $clk_io_pct] -clock clk0 $non_clock_inputs
set_output_delay [expr $clk_period * $clk_io_pct] -clock clk0 [all_outputs]

===== flow/design.v =====
module Interleaver(Input, Reset, Clock, Output);
    input wire Input;
    input wire Reset;
    input wire Clock;
    output reg Output;
    parameter N_CBPS = 48;
    parameter N_COLS = 16;
    parameter N_ROWS = N_CBPS / 16;
    reg [3:0] j_col_IN;  
    reg [1:0] i_row_IN;  
    reg [0:15] MEM_IN [0:2];
    reg [3:0] j_col_OUT;
    reg [1:0] i_row_OUT;
    reg [0:15] MEM_OUT [0:2];
    reg [7:0] counter;
    integer k;
    always @(posedge Clock, posedge Reset)
    begin
        if (Reset)
        begin     
            j_col_IN <= 4'b0000;
            i_row_IN <= 2'b00;
            for(k = 0; k < N_ROWS; k = k + 1)               
                MEM_IN[k] <= 16'h0000;
            j_col_OUT <= 4'b0000;
            i_row_OUT <= 2'b00;
            for(k = 0; k < N_ROWS; k = k + 1)               
                MEM_OUT[k] <= 16'h0000;
            counter <= 8'h01;
        end
        else
        begin
            counter <= counter + 8'h01;
            if (counter == N_CBPS)
            begin
                for(k = 0; k < N_ROWS; k = k + 1)        
                begin
                    MEM_OUT[k] <= MEM_IN[k];
                end
                j_col_IN <= 4'b0000;
                i_row_IN <= 2'b00;
                j_col_OUT <= 4'b0000;
                i_row_OUT <= 2'b00;
                counter <= 8'h01;
                MEM_OUT[i_row_IN][j_col_IN] <= Input;
            end
            else
            begin
                MEM_IN[i_row_IN][j_col_IN] <= Input;
                j_col_IN <= j_col_IN + 4'b0001;
                if (j_col_IN == 4'b1111)
                    i_row_IN <= i_row_IN + 2'b01;
                i_row_OUT <= i_row_OUT + 2'b01;
                if (i_row_OUT + 2'b01 == N_ROWS)
                begin
                    j_col_OUT <= j_col_OUT + 4'b0001;
                    i_row_OUT <= 2'b00;
                end 
            end
        end
    end
    always @(posedge Clock, posedge Reset)
    begin
        if (Reset)
            Output <= 1'b0;
        else
            Output <= MEM_OUT[i_row_OUT][j_col_OUT];
    end
endmodule

==> run summary <==
Outcome = complete, no violations
Top Ports = 4
Total wire length = 13500 um
Critical Path Fanout Max = 16
Antenna violations before repair = 0
Diode count = 0
Max_slew headroom = 0.442
Type of the worst setup path = flip-flop to flip-flop
Number of port buffers = 3
DR DRC count = 0
Core area = 12100 um2
GRT Util Overall = 0.242
Reg2Reg Setup Slack = 1.82 ns
Final Cycle Share = 0.577
Worst EP arrival = 2.77 ns
Fin Setup TNS = 0 ns
Seq cells post-synth = 117
Global-route wire length before repair = 23100 um
Reg2reg path depth = 7
Die Area = 12900 um2
GRT overflow = 0
Setup crit start kind = flip-flop
Synth warn = 3
Max Cap Viol = 0
Antenna viol nets, final = 0
VDD IR-drop max = 422 uV
Worst slack at placement = 1.88 ns
Hold Path Depth = 1
Worst slew pin tran = 0.837 ns
Num rows = 40
Chip area line of the yosys report = 6220 um2
Fp util = 0.516
Routed via count = 4237
Power Density = 388 nW/um2
HP Class = flip-flop to flip-flop
Post-DP HPWL = 8430 um
Tool warning count = 34
Largest net degree at the start of global routing = 118
Clock root cell = clkbuf_16
Startpoint of the worst hold path = counter[7]$_DFF_PP0_
Die Width = 114 um
Synth Flop Type = dfrtp_1
TritonCTS Sinks = 117
# Cells Yosys = 623
Final worst slack = 1.82 ns
Fmax = 0.403 GHz
Worst EP required = 4.59 ns
GPL Wtd Cong = 0.833
R2R Path Start = j_col_IN[2]$_DFF_PP0_
Vias in the first global route = 4190
CTS H-tree depth = 4
Via-to-Cell Ratio = 5.43
Detailed Route Iter0 Violations = 305
Post-CTS setup buffers = 0
Die height = 114 um
CTS Hold Bufs = 0
Final hold vios = 0
Slew Limit Fails = 0
DR WL/cell = 17.4 um
Post-CTS sizing = 0
First-pass DRT Iterations = 4
Leakage = 0.00279 uW
Asr flop ratio synth = 1.00
Final critical-path required period = 2.48 ns
Clock buffer depth = 2
CTS tree = yes
Gate Count Post-Synth = 623
Dominant logic cell types in the final layout = dfrtp_1 (116), nor2_1 (72), nand2_1 (71), nand3_1 (52), mux2i_1 (52)
Area Growth Syn to Fin = 10.1%
Clk_skew = 0.00753 ns
RSZ-0062 raised after global routing = false
Crit path capture type = flip-flop
Netlist cell types = 54
Register area share after synthesis = 0.471
Clock Latency Late Sink = 0.41 ns
Total CTS buffers = 17
Count of library flops with an enable pin = 0
Reg-to-reg critical path endpoint = MEM_IN[0][10]$_DFFE_PP0N_
Worst-path clk slew = 0.06 ns
Avg Inst Size Synth = 9.99 um2
Commonest Layout Cell = dfrtp_1
Fillers = 1009
Synthesized cell area = 6220 um2
WHS Endpoint = counter[7]$_DFF_PP0_
Final setup violation count = 0
Layout cells sized above 1 = 0.150
[state kept, by name, summed over array words and instances, names as in the netlist]
signal and count:
i_row_OUT 2, MEM_OUT 48, j_col_OUT 4, i_row_IN 2, j_col_IN 4, counter 8, Output 1, MEM_IN 48
[cell usage after synthesis (6+ instances only)]
cell	count	area share
o21ai_0	36	0.029
inv_1	10	0.0060
mux2_2	41	0.074
buf_4	6	0.0072
nand3_1	52	0.042
a22oi_1	9	0.011
xnor2_1	7	0.0099
nor2_1	72	0.043
mux2i_1	52	0.084
mux2_1	8	0.014
o21ai_1	18	0.014
a21oi_1	6	0.0048
ha_1	13	0.026
nand2_1	71	0.043
buf_2	11	0.0088
dfrtp_1	116	0.47
clkbuf_1	23	0.014
[power by group]
group          internal, uW  total [uW]  switching [uW]
clock                   952        1430             478
combinational          33.1        90.2            57.1
sequential             1130        1140            11.5
[how the worst max path moves through the flow]
stage | start | end | slack (ns) | cells after the start
4_1_cts | i_row_OUT[0]$_DFF_PP0_ | Output$_DFF_PP0_ | 1.85 | 7
6_report | j_col_IN[2]$_DFF_PP0_ | MEM_IN[0][10]$_DFFE_PP0N_ | 1.82 | 7
5_1_grt | i_row_OUT[0]$_DFF_PP0_ | Output$_DFF_PP0_ | 1.65 | 6
[metrics by stage]
step / total power [uW] / cell area [um2] / utilization / instances / hold WS [ns]
2_1_floorplan: 1220 / 6220 / - / 623 / 0.442
3_3_place_gp: 1250 / 6250 / 0.518 / 748 / 0.458
3_5_place_dp: 1250 / 6250 / 0.518 / 748 / 0.467
4_1_cts: 2680 / 6850 / 0.568 / 780 / 0.476
5_1_grt: 2750 / 6850 / 0.568 / 780 / 0.500
6_report: 2660 / 6850 / 0.568 / 780 / 0.476
[layer usage]
layer	up-vias	GRT usage	wire length, um
li1	2115	-	-
met1	2030	0.416	6690
met2	87	0.330	5690
met3	5	0.0682	1070
met4	0	0.0228	85
met5	-	0	0
[worst max-delay path, stage by stage (launching register included)]
cell and delay [ns]:
dfrtp_1 0.46, and3_1 0.22, ha_1 0.23, a311o_1 0.40, nor2_4 0.37, nand2_1 0.18
nor2_1 0.16, mux2_2 0.34
[area by class of cell]
class                           count  area [um2]  share of cell area
Multi-Input combinational cell    444        2990               0.436
Sequential cell                   117        2930               0.427
Clock buffer                       23         478              0.0697
Tap cell                          168         210              0.0307
Clock inverter                      9         125              0.0183
Timing Repair Buffer                9        82.6              0.0120
Inverter                           10        40.0             0.00584
[cells by family (layout without fill, tap and decap cells)]
group	Yosys count	in the layout	share of synthesized area
fa+ha+maj	13	13	0.0261
buf+inv	62	51	0.0505
compound gates	95	95	0.0953
flops	117	117	0.471
simple gates	224	224	0.170
xor+xnor	11	11	0.0155
mux	101	101	0.172
Power is estimated from default activity; no workload was simulated.
